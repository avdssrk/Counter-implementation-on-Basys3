<file path="flow/config.mk">
export PLATFORM = sky130hd
export DESIGN_NAME = counter
export DESIGN_NICKNAME = counter
export VERILOG_FILES = /design/flow/design.v
export SDC_FILE = /design/flow/constraint.sdc
export NUM_CORES = 4
export LEC_CHECK = 1
export CORE_UTILIZATION = 30
</file>
<file path="flow/constraint.sdc">
current_design counter

set clk_period 4.4
set clk_io_pct 0.2

create_clock -name clk0 -period $clk_period [get_ports {clk}]

set non_clock_inputs [all_inputs -no_clocks]
set_input_delay [expr $clk_period * $clk_io_pct] -clock clk0 $non_clock_inputs
set_output_delay [expr $clk_period * $clk_io_pct] -clock clk0 [all_outputs]
</file>
<file path="flow/design.v">
`timescale 1ns / 1ps
module clock_gen(input clk, input rst, output reg clk_1s=0);
    reg [26:0] counter=0;
    always @(posedge clk) begin
        if(counter == 27'b0101_1111_0101_1110_0001_0000_000) begin
            counter <= 27'b000_0000_0000_0000_0000_0000_0000;
            clk_1s <= ~clk_1s;
        end
        else begin
            counter <= counter + 1;
            clk_1s <= clk_1s;
        end
    end  
endmodule
`timescale 1ns / 1ps
module counter(input clk, input rst,output reg [6:0] LED_out, output [3:0] LED_anode);
    wire clk_1s;
    reg [6:0] counter;
    reg [18:0] display_counter;
    reg [3:0] BCD_counter;
    clock_gen gen_1s_clk(clk,rst,clk_1s);  
    always @(posedge clk) begin
        if(rst)
            display_counter <= 0;
        else
            display_counter <= display_counter +1;
    end
    assign LED_anode[0] =  display_counter[18];
    assign LED_anode[1] = ~display_counter[18];
    assign LED_anode[2] =  1;
    assign LED_anode[3] =  1;
    always @(posedge clk_1s) begin
        if(rst)
            counter <= 3'b000;
        else if(counter == 99)
                counter <=0;
        else
            counter <= counter +1;
    end
    always @(*) begin
        case(LED_anode)
            4'b1100: BCD_counter = 0;
            4'b1110: BCD_counter = counter%10;
            4'b1101: BCD_counter = counter/10;
            4'b1111: BCD_counter = 0;
            default: BCD_counter = 0;
        endcase
    end  
    always @(*) begin
        case(BCD_counter)
            4'b0000: LED_out = 7'b0000001;
            4'b0001: LED_out = 7'b1001111;
            4'b0010: LED_out = 7'b0010010;
            4'b0011: LED_out = 7'b0000110;
            4'b0100: LED_out = 7'b1001100;
            4'b0101: LED_out = 7'b0100100;
            4'b0110: LED_out = 7'b0100000;
            4'b0111: LED_out = 7'b0001111;
            4'B1000: LED_out = 7'b0000000;
            4'b1001: LED_out = 7'b0001100;            
            default: LED_out = 7'b0000001;
        endcase    
    end  
endmodule
</file>
<file path="flow/run.sh">
#!/bin/bash
# OpenROAD 26Q1-2900-gdf79404cd8, Yosys 0.63+post, stock flow scripts
make -C /OpenROAD-flow-scripts/flow DESIGN_CONFIG=/design/flow/config.mk WORK_HOME=/design/flow/orfs finish
</file>
==> Flow_metrics.wiki <==
=== Physical design figures ===
{| class="wikitable"
! Metric !! Value
|-
| First-pass GRT wire length || 9.07 mm
|-
| Cell count in the Yosys report || 364
|-
| Vias per std cell || 4.78
|-
| Total area of multi-input combinational cells || 1800 sq um
|-
| Proportion of synthesized flip-flops having asynchronous set or reset || 0%
|-
| Overall chip area || 10,500 sq um
|-
| Final Hold Fails || 0
|-
| Placed Instances || 495
|-
| Cell family contributing the most delay on the critical path || flip-flops
|-
| Initial antenna violation count || 0
|-
| Launch instance of the worst register-to-register path || gen_1s_clk.counter[3]$_SDFF_PN0_
|-
| Origin of the worst min-delay path || display_counter[0]$_SDFF_PP0_
|-
| Ordered list of cells on the worst path || nor2_1 > a21oi_1 > inv_1 > ha_1 > mux2_4 > a221oi_2 > clkdlybuf4s50_1
|-
| Hold path depth || 1
|-
| Fraction of the core area occupied by cells at floorplan || 30.9%
|-
| Chip Area, Yosys || 3020 sq um
|-
| Reg2Reg Capture Point || gen_1s_clk.counter[25]$_SDFF_PN0_
|-
| Resized cells post-CTS || 0
|-
| Cell variety after synth || 58
|-
| End-of-flow core utilization || 33.8%
|-
| Hold_buf cts || 0
|-
| Number of synthesized register bits || 54
|-
| Synthesis-to-finish area growth || 9.36%
|-
| Signal arrival time at the worst endpoint || 2.56 ns
|-
| Max-slew violation total from the final report || 0
|-
| Endpoints left unconstrained || 7
|-
| Cell area leaders || sky130_fd_sc_hd__dfxtp_1 35%, sky130_fd_sc_hd__xor2_1 6.7%, sky130_fd_sc_hd__nor2_1 5.8%
|-
| Number of buffers on the longest clock path || 2
|-
| Actual transition at the worst max-transition pin || 0.797 ns
|-
| Chip height || 102 um
|-
| Count of flip-flops with a built-in enable after synthesis || 1
|-
| Ratio of cells with drive above 1 in the final layout || 6.76%
|-
| Worst Clk Skew || 0.00778 ns
|-
| Result of the run || finished clean
|-
| Number of antenna cells inserted || 0
|-
| Setup-failing EPs final || 0
|-
| Clock tree from TritonCTS || yes
|-
| Die Span X || 102 um
|-
| First-pass iteration count of the detailed router || 4
|-
| Warnings from Yosys || 2
|-
| Clock insertion delay at the later pin of the skew report || 0.29 ns
|-
| Setup bufs post-CTS || 0
|-
| Depth of the worst register-to-register path || 10
|-
| Log Warnings || 32
|-
| Level count of the clock H-tree || 2
|-
| Crit Path Category || flip-flop to output port
|-
| Min-delay worst type || flip-flop to flip-flop
|-
| DRT iter0 DRCs || 88
|-
| Worst-case register-to-register setup slack || 2.36 ns
|-
| Post-synth design cell area || 3020 sq um
|-
| Commonest cells post-synth || 53 x sky130_fd_sc_hd__dfxtp_1, 47 x sky130_fd_sc_hd__nor2_1, 41 x sky130_fd_sc_hd__nand2_1
|-
| Largest area contributor in the synthesized netlist || sky130_fd_sc_hd__dfxtp_1
|-
| Final RePlAce weighted congestion || 0.767
|-
| Dominant flop cell || sky130_fd_sc_hd__dfxtp_1
|-
| Largest net degree at the start of global routing || 22
|-
| Achievable clock frequency || 291 MHz
|-
| WL/cell || 10.3 um
|-
| Number of buffers created by CTS || 5
|-
| Number of instances in the synthesized netlist || 364
|-
| Unrepaired setup endpoints after global routing || no
|-
| Maximum net fanout on the critical path || 17
|-
| Relative max-transition margin || 46.7%
|-
| Post-route antenna net violation count || 0
|-
| Standard-cell row count || 36
|-
| Worst Hold End || display_counter[0]$_SDFF_PP0_
|-
| Global Route Usage Sum || 10.7%
|-
| Boundary pin count || 13
|-
| DRC violation count after routing || 0
|-
| Critical-path top delay cell || sky130_fd_sc_hd__dfxtp_1
|-
| Remaining Overflow, GRT || 0
|-
| Share of the clock period used by the worst path || 78.1%
|-
| Final wirelength || 5.20 mm
|-
| Post-Place Setup Slack || 1.26 ns
|-
| Storage cell area || 1090 sq um
|-
| Max cap viols || 0
|-
| Count of input and output buffers || 10
|-
| Area of the placeable core || 9770 sq um
|-
| Shortest period the worst path allows || 3.44 ns
|-
| Proportion of synthesized chip area in sequential cells || 36.1%
|-
| CTS clk-pin slew, worst paths || 0.08 ns
|-
| Smallest setup slack after layout || 0.962 ns
|-
| Number of global-route vias before repair || 2,124
|-
| Slowest Stage Delay on Critical Path || 0.63 ns
|-
| Total power divided by cell area || 207 nW/um^2
|-
| Clock tree root driver cell || sky130_fd_sc_hd__clkbuf_8
|-
| Number of register pins that no clock reaches || 7
|-
| Count of buffer and inverter cells on the critical path || 2
|-
| Number of fill cells in the layout || 1,043
|-
| Non-filler instance count after layout || 503
|-
| Worst path required time || 3.52 ns
|-
| Max IR drop VDD || 207 uV
|-
| Critical Path End Type || output port
|-
| Most repeated cell in the gate-level netlist after synthesis || sky130_fd_sc_hd__dfxtp_1
|-
| Area share of the largest cell type after synthesis || 35.1%
|-
| Final HPWL DP || 3.83 mm
|-
| Post-synthesis average cell area || 8.30 sq um
|-
| Via count || 2,402
|-
| Leakage power total || 1.23 nW
|-
| Final-layout setup total negative slack || 0 ns
|-
| Startpoint class of the critical path || flip-flop
|}
-- cell usage in the layout (no fill, tap or decap), types with 3 or more instances in the layout --
master,netlist,layout
sky130_fd_sc_hd__o21a_1,5,5
sky130_fd_sc_hd__and3_1,9,9
sky130_fd_sc_hd__inv_1,16,16
sky130_fd_sc_hd__xnor2_1,19,19
sky130_fd_sc_hd__nand2_1,41,41
sky130_fd_sc_hd__nand3_1,15,15
sky130_fd_sc_hd__nor2b_1,3,3
sky130_fd_sc_hd__or3_1,8,8
sky130_fd_sc_hd__nand4_1,11,11
sky130_fd_sc_hd__or2_2,4,4
sky130_fd_sc_hd__clkdlybuf4s50_1,0,10
sky130_fd_sc_hd__o21bai_1,3,3
sky130_fd_sc_hd__dfxtp_1,53,53
sky130_fd_sc_hd__nor2_1,47,47
sky130_fd_sc_hd__a21oi_1,18,18
sky130_fd_sc_hd__o21ai_0,10,10
sky130_fd_sc_hd__nor3_1,6,6
sky130_fd_sc_hd__nand2b_1,3,3
sky130_fd_sc_hd__ha_1,13,13
sky130_fd_sc_hd__clkbuf_8,0,5
sky130_fd_sc_hd__xor2_1,23,23
-- layout make-up --
type                    count  area share (%)
clock inverters             1           0.152
inverters                  16            1.82
multi-input cells         281            54.4
repair buffers             11            3.26
well taps                 133            5.04
flip-flops and latches     54            33.0
clock buffers               7            2.31
-- routing by layer --
metal,track usage (%),vias up,routed length [um],part of all wire (%)
li1,-,1249,-,-
met1,15.0,1120,2540,49
met2,18.6,29,2470,47
met3,1.32,4,157,3.0
met4,0.989,0,27,0.52
met5,0,-,0,0
-- kinds of logic (layout without fill, tap and decap cells) --
group	Yosys count	in the layout	synth area share (%)
simple gates	159	159	25.6
compound gates	60	60	14.0
flops	54	54	36.1
xor+xnor	43	43	12.7
buf+inv	30	35	4.52
fa+ha+maj	14	14	5.76
mux	3	3	1.16
other cells	1	2	0.124
-- stage by stage --
stage | hold slack [ns] | cell area [sq um] | total power [mW]
final | 0.450 | 3300 | 0.683
after global routing | 0.487 | 3300 | 0.706
after global placement | 0.430 | 3220 | 0.449
after detailed placement | 0.443 | 3220 | 0.449
after floorplan | 0.418 | 3020 | 0.448
after CTS | 0.458 | 3300 | 0.693
-- worst max-delay path by stage --
stage	start	endpoint	slack, ns	cells past startpoint
global route	display_counter[18]$_SDFF_PP0_	LED_out[2]	0.70	7
finish	display_counter[18]$_SDFF_PP0_	LED_out[2]	0.96	7
CTS	display_counter[18]$_SDFF_PP0_	LED_out[2]	0.93	7
-- state kept, by name, summed over array words and instances (netlist names) --
name and count:
display_counter 19, counter 7, gen_1s_clk.clk_1s 1, gen_1s_clk.counter 27
-- worst reg2reg max path, stage by stage, from the launching register on --
cell and delay (ns):
sky130_fd_sc_hd__dfxtp_1 0.40, sky130_fd_sc_hd__and3_1 0.20, sky130_fd_sc_hd__and2_1 0.15, sky130_fd_sc_hd__and3_1 0.23, sky130_fd_sc_hd__inv_1 0.07, sky130_fd_sc_hd__nor2_1 0.14, sky130_fd_sc_hd__nand3_1 0.14, sky130_fd_sc_hd__nor3_1 0.28
sky130_fd_sc_hd__nand4_1 0.14, sky130_fd_sc_hd__xor2_1 0.14, sky130_fd_sc_hd__nor2_1 0.05
-- report_power, final --
| part | total, mW | switching, mW | leakage, nW | internal, mW |
|---|---|---|---|---|
| clock network | 0.244 | 0.133 | 0.0422 | 0.112 |
| logic | 0.00901 | 0.00561 | 0.747 | 0.00341 |
| registers | 0.430 | 0.00150 | 0.440 | 0.429 |
No activity file was given, so power comes from the tool's default toggle rates.
